## flow/design.v

```verilog
module MOD #
(
  parameter N = 16
)
(
  input CLK,
  input RST,
  input EN,
  input R_IN1,
  input [N-1:0] D_IN1,
  input R_IN2,
  input [N-1:0] D_IN2,
  output R_OUT,
  output [N-1:0] D_OUT
);
  reg [N-1:0] D_OUT_REG;
  reg R_OUT_REG;
  assign D_OUT = D_OUT_REG;
  assign R_OUT = R_OUT_REG;
  always @(posedge CLK) begin
    if(RST) begin
      R_OUT_REG <= 0;
      D_OUT_REG <= 0;
    end else begin
      if(CLK) begin
        if(EN) begin
          if(R_IN1 & R_IN2) begin
            if(D_IN2 == 0) begin
              D_OUT_REG <= 0;
              R_OUT_REG <= R_IN1;
            end else begin
              D_OUT_REG <= D_IN1 % D_IN2;
              R_OUT_REG <= R_IN1;
            end
          end else begin
            R_OUT_REG <= 0;
          end
        end 
      end 
    end
  end
endmodule
```

## flow/run.sh

```bash
#!/bin/bash
# OpenROAD 26Q1-2900-gdf79404cd8, Yosys 0.63+post, stock flow scripts
make -C /OpenROAD-flow-scripts/flow DESIGN_CONFIG=/design/flow/config.mk WORK_HOME=/design/flow/orfs finish
```

## flow/config.mk

```make
export PLATFORM = sky130hd
export DESIGN_NAME = MOD
export DESIGN_NICKNAME = MOD
export VERILOG_FILES = /design/flow/design.v
export SDC_FILE = /design/flow/constraint.sdc
export NUM_CORES = 4
export LEC_CHECK = 1
export CORE_UTILIZATION = 30
```

## flow/constraint.sdc

```tcl
current_design MOD

set clk_period 83.4
set clk_io_pct 0.2

create_clock -name clk0 -period $clk_period [get_ports {CLK}]

set non_clock_inputs [all_inputs -no_clocks]
set_input_delay [expr $clk_period * $clk_io_pct] -clock clk0 $non_clock_inputs
set_output_delay [expr $clk_period * $clk_io_pct] -clock clk0 [all_outputs]
```

==> job_summary.md <==
### Flow metrics

| Metric | Value |
|---|---|
| Outcome | `completed` |
| Setup_tns | `0 ps` |
| TritonCTS clock tree | `yes` |
| Core area | `26280 µm²` |
| Register bit total from synthesis | `17` |
| I/O pin count | `54` |
| Proportion of layout cells with a drive suffix above 1 | `9.933%` |
| Max-cap violations | `0` |
| WL final | `28340 µm` |
| Distinct cells, synth | `91` |
| Post-Syn Instances | `1126` |
| Hold path cells | `8` |
| Static leakage | `4.287 nW` |
| Flop2flop setup slack | `82610 ps` |
| Hold EP | `R_OUT_REG$_SDFFE_PP0P_` |
| Routed wire per std cell | `18.49 µm` |
| Crit path required time | `83650 ps` |
| Post-CTS setup buffer count | `0` |
| Hold_sp | `CLK` |
| PortBufs | `53` |
| Fin crit share | `58.06%` |
| Total die area | `27620 µm²` |
| Mean Syn Cell Area | `7.184 µm²` |
| Initial antenna violation count | `0` |
| DPL Wire Length | `21410 µm` |
| Post-CTS Hold Fix Bufs | `0` |
| Pwr Total | `0.0001320 W` |
| Worst Path Max Fanout | `31` |
| Hold_ws | `393.2 ps` |
| Worst setup SP type | `input pin` |
| Slowest Stage Delay on Critical Path | `630 ps` |
| RSZ-0062 raised after global routing | `no` |
| Pre-Place Util | `30.78%` |
| Main flop type | `dfxtp_1` |
| Clock latency on the worst-skew pair | `370 ps` |
| Slew at the pin closest to its max-slew limit | `748.1 ps` |
| Synthesized cell area | `8089 µm²` |
| Max-slew violation count | `0` |
| Post-Route Skew | `0 ps` |
| DRT Pass-1 Iters | `6` |
| EDFF count, synth | `0` |
| Comb area | `7373 µm²` |
| Max Fclk | `20.65 MHz` |
| Sequential Area | `340.3 µm²` |
| Finished Cell Area | `9899 µm²` |
| Total Routing Usage GR | `21.02%` |
| Die Width | `166.2 µm` |
| Final core occ | `37.67%` |
| DRC viols | `0` |
| Area growth syn-to-layout | `22.38%` |
| Reg-to-reg endpoint | `D_OUT_REG[4]$_SDFFE_PP0P_` |
| Ant. Diodes | `0` |
| Rel. slew slack | `48.83%` |
| R2R cell count | `1` |
| Vias | `8975` |
| Seq/Total Area, Yosys | `4.207%` |
| ANT nets after route | `0` |
| Via density | `5.855` |
| R2r startpoint | `D_OUT_REG[4]$_SDFFE_PP0P_` |
| Max VDD drop | `0.01518 mV` |
| Synthesis area per yosys | `8089 µm²` |
| Initial DRC count | `844` |
| Pin count of the biggest net entering global routing | `32` |
| Clock slew at reported path FFs | `60 ps` |
| # fillers | `2608` |
| First-pass GRT wire length | `46110 µm` |
| GPL Wtd Cong | `0.9786` |
| Worst Hold Class | `clk2reg` |
| Area of placed instances | `8979 µm²` |
| Die H | `166.2 µm` |
| CP Data Arrival Time | `48670 ps` |
| Cell count in the Yosys report | `1126` |
| CP Capture Type | `flip-flop` |
| Final hold vios | `0` |
| Vias in the first global route | `8922` |
| OpenROAD warning count | `65` |
| Cell Rows | `59` |
| Post-CTS resize count | `0` |
| Pwr Density | `13.34 nW/µm²` |
| CP Class | `in2reg` |
| Asr flop ratio synth | `0%` |
| Slowest stage cell, crit path | `o31ai_1` |
| Ys Warns | `1` |
| Post-layout minimum cycle time | `48420 ps` |
| Setup-failing EPs final | `0` |
| Overflow after GRT | `0` |
| Most frequent CP cell | `ha_1` |
-- synth_stat cells (10+ instances only) --
| cell type | n | area (µm²) |
|---|---|---|
| xor2_1 | 32 | 280.3 |
| a211oi_1 | 17 | 127.6 |
| a221o_1 | 16 | 160.2 |
| xnor2_1 | 49 | 429.2 |
| nand3_1 | 19 | 95.09 |
| inv_1 | 54 | 202.7 |
| or2_2 | 13 | 81.33 |
| nor2_1 | 94 | 352.8 |
| o21a_1 | 35 | 262.8 |
| nor2b_1 | 10 | 62.56 |
| a21o_1 | 40 | 300.3 |
| ha_1 | 137 | 1714 |
| dfxtp_1 | 17 | 340.3 |
| or3_1 | 21 | 131.4 |
| nand4_1 | 10 | 62.56 |
| a21oi_1 | 97 | 485.5 |
| mux2_2 | 19 | 214.0 |
| o211ai_1 | 20 | 150.1 |
| nor4_1 | 13 | 81.33 |
| o21ai_0 | 45 | 225.2 |
| a31oi_1 | 15 | 93.84 |
| o21ai_1 | 13 | 65.06 |
| nand2b_1 | 10 | 62.56 |
| nor3_1 | 43 | 215.2 |
| clkbuf_1 | 29 | 108.9 |
| and2_1 | 12 | 75.07 |
| nand2_1 | 91 | 341.6 |
-- cell type report --
class / instances / share of cell area, %
inverter: 54 / 2.048
clock inverter: 3 / 0.1264
sequential: 17 / 3.438
clock buffer: 41 / 9.176
multi-input combinational: 1015 / 74.48
timing repair buffer: 68 / 6.496
tap: 335 / 4.234
-- placed cells by master, fill, tap and decap left out, types with 35 or more instances in the layout --
cell / synthesis / final
nand2_1: 91 / 91
ha_1: 137 / 137
a21oi_1: 97 / 97
o21ai_0: 45 / 45
nor2_1: 94 / 94
o21a_1: 35 / 35
xnor2_1: 49 / 49
nor3_1: 43 / 43
clkdlybuf4s50_1: 0 / 53
a21o_1: 40 / 40
clkbuf_16: 0 / 35
inv_1: 54 / 54
-- where the power goes --
| part | total [W] | switching, W | internal (W) |
|---|---|---|---|
| logic | 0.0000865 | 0.0000498 | 0.0000366 |
| registers | 0.00000986 | 0.000000708 | 0.00000916 |
| clock network | 0.0000357 | 0.00000883 | 0.0000269 |
| total | 0.000132 | 0.0000594 | 0.0000727 |
-- flip-flops by register name (all words and copies together) (netlist names) --
signal	cells
R_OUT_REG	1
D_OUT_REG	16
-- layer usage --
metal	wire, µm	up-vias	global-route usage (%)
li1	-	4432	-
met5	0	-	0.6957
met3	1979	82	5.268
met2	12360	373	31.92
met1	13100	4088	28.45
met4	903	0	8.371
-- worst max path at each step --
stage,start,end,slack (ps),cells after the start
CTS,D_IN2[12],D_OUT_REG[15]$_SDFFE_PP0P_,35280,118
global route,D_IN2[12],D_OUT_REG[5]$_SDFFE_PP0P_,32370,119
finish,D_IN2[12],D_OUT_REG[15]$_SDFFE_PP0P_,34980,118
-- stage by stage --
step,setup slack [ps],cells
6_report,34980,1533
5_1_grt,32370,1533
4_1_cts,35280,1533
3_5_place_dp,35510,1489
3_3_place_gp,35880,1489
2_1_floorplan,39210,1126
-- critical path: cells and delay by family --
kind | cells | cell delay, ps
AOI/OAI and AO/OA | 67 | 16910
and+or+nand+nor | 21 | 6260
adders and majority gates | 15 | 4610
buffers and inverters | 11 | 2550
muxes | 4 | 1550
-- logic make-up (layout without fill, tap and decap cells) --
family | Yosys count | after routing | synth area share, %
mux | 27 | 27 | 3.712
buf+inv | 94 | 166 | 4.640
flops | 17 | 17 | 4.207
simple gates | 370 | 370 | 22.82
fa+ha+maj | 138 | 138 | 21.44
xor+xnor | 81 | 81 | 8.770
compound gates | 399 | 399 | 34.42
No activity file was given, so power comes from the tool's default toggle rates.
