[./run.sh]
#!/bin/bash
# OpenROAD 26Q1-2900-gdf79404cd8, Yosys 0.63+post, stock flow scripts
make -C /OpenROAD-flow-scripts/flow DESIGN_CONFIG=/design/flow/config.mk WORK_HOME=/design/flow/orfs finish
[./config.mk]
export PLATFORM = sky130hd
export DESIGN_NAME = DIV
export DESIGN_NICKNAME = DIV
export VERILOG_FILES = /design/flow/design.v
export SDC_FILE = /design/flow/constraint.sdc
export NUM_CORES = 4
export LEC_CHECK = 1
export CORE_UTILIZATION = 40
[./constraint.sdc]
current_design DIV

set clk_period 83.8
set clk_io_pct 0.2

create_clock -name clk0 -period $clk_period [get_ports {CLK}]

set non_clock_inputs [all_inputs -no_clocks]
set_input_delay [expr $clk_period * $clk_io_pct] -clock clk0 $non_clock_inputs
set_output_delay [expr $clk_period * $clk_io_pct] -clock clk0 [all_outputs]
[./design.v]
module DIV #
(
  parameter N = 16
)
(
  input CLK,
  input RST,
  input EN,
  input R_IN1,
  input [N-1:0] D_IN1,
  input R_IN2,
  input [N-1:0] D_IN2,
  output R_OUT,
  output [N-1:0] D_OUT
);
  reg [N-1:0] D_OUT_REG;
  reg R_OUT_REG;
  assign D_OUT = D_OUT_REG;
  assign R_OUT = R_OUT_REG;
  always @(posedge CLK) begin
    if(RST) begin
      R_OUT_REG <= 0;
      D_OUT_REG <= 0;
    end else begin
      if(CLK) begin
        if(EN) begin
          if(R_IN1 & R_IN2) begin
            if(D_IN2 == 0) begin
              D_OUT_REG <= 0;
              R_OUT_REG <= R_IN1;
            end else begin
              D_OUT_REG <= D_IN1 / D_IN2;
              R_OUT_REG <= R_IN1;
            end
          end else begin
            R_OUT_REG <= 0;
          end
        end 
      end 
    end
  end
endmodule
==> Changelog: implementation <==
### Changed

* Final TNS setup at 0 ps
* Setup violations, final at 0
* Top delay family on crit path: AND-OR/OR-AND gates
* Worst Max-Slew Pin Slew at roughly 960 ps
* Final hold viol count at 0
* Antenna Violating Nets Remaining at 0
* FMAX at 21.33 MHz
* CP Class: in -> reg
* Die height at 142.3 um
* First-pass GRT wire length at 42,340 um
* Min Clock Period, post-route at between 40,000 and 50,000 ps
* Cycle use final at 0.5595
* Sequential share of the synthesized area at 0.04322
* Status: completed
* Boundary Pins at 54
* Setup crit end kind: flip-flop
* Largest stage delay, worst path at roughly 730 ps
* Detailed Route WL at between 20,000 and 30,000 um
* Tot GR Track Use at 0.2763
* Cell Type Count at 95
* Crit path launch type: input port
* Critical Path RT at 84,060 ps
* HPWL Detailed at between 20,000 and 25,000 um
* Detailed-route via count at 8,575
* Clk pin slew, worst setup/hold paths at about 60 ps
* Peak supply drop at approximately 0.0086 mV
* FF+latch count, synth at 17
* Row Count at approximately 50
* Max-Cap Viols at 0
* # Cells Yosys at around 1.1k
* Post-Syn Area at 0.007875 mm2
* Syn Area/Cell at ~7.3 um2
* Area growth, synth to finish at 16.02%
* Pwr dens at about 12 mW/mm2
* Max Fanout on Critical Path at 17
* Final design utilization at 0.4804
* Fraction of layout cells with a size suffix above 1 at 0.08018
* Post-synth ARST share at 0
* Die width at around 140 um
* Leak pwr at 4.034 nW
* Tool warnings at between 60 and 70
* Fillers at 1,897
* Average wire per standard cell at between 15 and 20 um
* Commonest flop: dfxtp_1
* RSZ-0062 raised after global routing: no
* CTS tree: yes
* Worst path most repeated cell: ha_1
* Core Area at between 0.015 and 0.02 mm2
* Postcts setup bufs at 0
* Synth warn at 1
* Gr ovfl total at 0
* CTS resizes at 0
* Slowest CP cell: a32oi_1
* FF-to-FF setup slack at approximately 83,000 ps
* Largest net degree at the start of global routing at 19
* Rel. slew slack at 0.3597
* Yosys chip area at 0.007875 mm2
* I/O Buffers at roughly 53
* Initial Util at 0.4141
* Mapped Cells at 1,085
* Clk ins delay skew pair at around 370 ps
* Final slew viol count at 0
* Worst Path Arrival at between 40,000 and 50,000 ps
* # diodes at 0
* Die area at approximately 0.020 mm2
* Routability Congestion at between 1 and 1.5
* Worst Path Buf+Inv at 7
* Setup Skew at 0 ps
* Worst hold path type: clk -> reg
* EDFF count, synth at 0
* Vias/cell at 6.147
* DR iter-0 viols at 659
* Initial antenna violation count at 0
* DR pass1 iterations at 5
* DR DRC count at 0
* Hold Buf Count CTS at 0
* Vias in the first global route at 7,887
==> layer usage <==
layer,routed length (um),up-vias,global-route usage
met5,0,-,0
met4,580,0,0.08263
met3,2364,55,0.08499
met2,11170,364,0.3860
met1,13200,3886,0.4029
li1,-,4270,-
==> per-stage QoR <==
stage | hold WS (ps) | instances | setup WS (ps) | power (mW) | instance area [um2]
floorplan | 188.4 | 1085 | 40990 | 0.06090 | 7875
global placement | 188.6 | 1375 | 37310 | 0.07676 | 8677
detailed placement | 188.6 | 1375 | 37120 | 0.07637 | 8677
CTS | 397.4 | 1395 | 37340 | 0.1094 | 9136
global route | 428.2 | 1395 | 34920 | 0.1182 | 9136
finish | 385.5 | 1395 | 36910 | 0.1097 | 9136
==> where the power goes <==
part | internal [mW] | switching (mW) | total [mW]
Sequential | 0.00822 | 0.0000799 | 0.00830
Combinational | 0.0296 | 0.0390 | 0.0686
Clock | 0.0235 | 0.00934 | 0.0328
==> sequential cells by signal, summed over array words and instances (netlist names) <==
signal,flops
D_OUT_REG,16
R_OUT_REG,1
==> placed cells by master, fill, tap and decap left out, drive strengths merged, types with 22 or more instances in the layout <==
master / synthesis / final
nor2: 91 / 91
a21oi: 87 / 87
o21ai: 65 / 65
a21o: 39 / 39
nand2: 82 / 82
clkdlybuf4s50: 0 / 53
or3: 22 / 22
o211ai: 24 / 24
xor2: 33 / 33
nor3: 39 / 39
nand3: 33 / 33
o21a: 24 / 24
inv: 50 / 50
xnor2: 40 / 40
ha: 137 / 137
==> layout make-up <==
type / count / area (um2) / area share
flip-flops and latches: 17 / 340.3 / 0.03725
clock inverters: 1 / 5.005 / 0.0005478
well taps: 260 / 325.3 / 0.03561
repair buffers: 67 / 635.6 / 0.06957
multi-input cells: 981 / 7188 / 0.7868
inverters: 50 / 187.7 / 0.02054
clock buffers: 19 / 454.2 / 0.04971
==> worst paths after layout <==
check	startpoint	endpoint	cells past startpoint
min reg2reg	R_OUT_REG	R_OUT_REG	2
max	D_IN2[15]	D_OUT_REG[0]	110
min	CLK	R_OUT_REG	8
max reg2reg	D_OUT_REG[3]	D_OUT_REG[3]	2
==> cells by family (layout without fill, tap and decap cells) <==
| family | after synthesis | after routing | synth area share |
|---|---|---|---|
| AND-OR/OR-AND | 381 | 381 | 0.3383 |
| XOR/XNOR | 73 | 73 | 0.08119 |
| adder cells (fa/ha/maj) | 137 | 137 | 0.2177 |
| buffers and inverters | 87 | 137 | 0.04496 |
| flip-flops | 17 | 17 | 0.04322 |
| multiplexers | 34 | 34 | 0.04623 |
| AND/OR/NAND/NOR | 356 | 356 | 0.2285 |
==> Yosys cell counts, types with 6 or more instances <==
| cell type | number | area, um2 |
|---|---|---|
| o21ai_0 | 55 | 275.3 |
| o211a_1 | 6 | 60.06 |
| mux2i_1 | 15 | 150.1 |
| nand4_1 | 10 | 62.56 |
| nor2_1 | 90 | 337.8 |
| dfxtp_1 | 17 | 340.3 |
| a2111oi_0 | 6 | 52.55 |
| ha_1 | 137 | 1714 |
| a21o_1 | 39 | 292.8 |
| a21oi_1 | 86 | 430.4 |
| inv_1 | 50 | 187.7 |
| nand2_1 | 82 | 307.8 |
| clkbuf_1 | 28 | 105.1 |
| and2_1 | 6 | 37.54 |
| nand3_1 | 31 | 155.2 |
| xor2_1 | 33 | 289.0 |
| and3_1 | 13 | 81.33 |
| o21a_1 | 24 | 180.2 |
| o211ai_1 | 21 | 157.7 |
| nor4_1 | 9 | 56.30 |
| o21ai_1 | 10 | 50.05 |
| a211oi_1 | 16 | 120.1 |
| mux2_2 | 19 | 214.0 |
| a31oi_1 | 16 | 100.1 |
| xnor2_1 | 40 | 350.3 |
| nor2b_1 | 10 | 62.56 |
| or3_1 | 22 | 137.6 |
| nor3_1 | 37 | 185.2 |
| a22oi_1 | 15 | 112.6 |
| nand2b_1 | 10 | 62.56 |
| o31ai_1 | 7 | 52.55 |
| or2_2 | 8 | 50.05 |
==> worst reg2reg max path, cell delays in order (launching register included) <==
cell,delay [ps]
dfxtp_1,340
a22oi_1,270
nor2_1,60
No activity file was given, so power comes from the tool's default toggle rates.
