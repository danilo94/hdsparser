File: flow/config.mk
export PLATFORM = sky130hd
export DESIGN_NAME = MUL
export DESIGN_NICKNAME = MUL
export VERILOG_FILES = /design/flow/design.v
export SDC_FILE = /design/flow/constraint.sdc
export NUM_CORES = 4
export LEC_CHECK = 1
export CORE_UTILIZATION = 30
File: flow/constraint.sdc
current_design MUL

set clk_period 6.6
set clk_io_pct 0.2

create_clock -name clk0 -period $clk_period [get_ports {CLK}]

set non_clock_inputs [all_inputs -no_clocks]
set_input_delay [expr $clk_period * $clk_io_pct] -clock clk0 $non_clock_inputs
set_output_delay [expr $clk_period * $clk_io_pct] -clock clk0 [all_outputs]
File: flow/design.v
module MUL #
(
  parameter N = 16
)
(
  input CLK,
  input RST,
  input EN,
  input R_IN1,
  input [N-1:0] D_IN1,
  input R_IN2,
  input [N-1:0] D_IN2,
  output R_OUT,
  output [N-1:0] D_OUT
);
  reg [N-1:0] D_OUT_REG;
  reg R_OUT_REG;
  assign D_OUT = D_OUT_REG;
  assign R_OUT = R_OUT_REG;
  always @(posedge CLK) begin
    if(RST) begin
      R_OUT_REG <= 0;
      D_OUT_REG <= 0;
    end else begin
      if(CLK) begin
        if(EN) begin
          if(R_IN1 & R_IN2) begin
            if(D_IN2 == 0) begin
              D_OUT_REG <= 0;
              R_OUT_REG <= R_IN1;
            end else begin
              D_OUT_REG <= D_IN1 * D_IN2;
              R_OUT_REG <= R_IN1;
            end
          end else begin
            R_OUT_REG <= 0;
          end
        end 
      end 
    end
  end
endmodule
File: flow/run.sh
#!/bin/bash
# OpenROAD 26Q1-2900-gdf79404cd8, Yosys 0.63+post, stock flow scripts
make -C /OpenROAD-flow-scripts/flow DESIGN_CONFIG=/design/flow/config.mk WORK_HOME=/design/flow/orfs finish
==> results.json <==
{
  "drv_cap": 0,
  "power.total_mw": 2.38,
  "utilization": 0.420,
  "vias": 3781,
  "clkTransAtPathRegs_ns": 0.05,
  "yosys-top-cells-count": "116 x inv_1, 80 x fa_1, 74 x nand2_1",
  "leakage_nw": 3.01,
  "grt_start_max_net_pins": 18,
  "hold_viol": 0,
  "worstMarginPinSlew_ns": 0.689,
  "fmax_mhz": 158,
  "cts_tree": "built",
  "overflow": 0,
  "yosysTopAreaCell": "fa_1",
  "first_iter_violations": 137,
  "ys_area_um2": 4570,
  "num_rows": 44,
  "fin_worst_skew_ns": 0,
  "die.size.y_um": 125,
  "synth.distinct_cells": 37,
  "ir_drop_v": 0.000165,
  "setup_violations": 0,
  "core_util_floorplan": 0.311,
  "yosysMostFrequentCell": "inv_1",
  "tns_ns": 0,
  "io-pin-count": 54,
  "setup_ws_ns": 0.273,
  "hold_ws_ns": 0.463,
  "ys_seq_elements": 17,
  "grt_pass1_wl_um": 19700,
  "critPathLaunchType": "input pin",
  "postCtsSetupBuffers": 0,
  "grt_pass1_vias": 4414,
  "clk_latency_ns": 0.35,
  "cp_data_arrival_time_ns": 6.59,
  "netlist_area_um2": 4570,
  "ys_cells": 537,
  "routed_wirelength_um": 11500,
  "grt_usage": 0.165,
  "avgViaCountPerCell": 4.59,
  "layout_min_cycle_time_ns": 6.33,
  "gp_congestion": 0.919,
  "final_cell_area_um2": 6180,
  "cts_resized": 0,
  "post-place-cells": 797,
  "ff_type": "dfxtp_1",
  "n_antenna_cell": 0,
  "synth_warnings": 1,
  "synth_top_area_share": 0.351,
  "dr.pass1.iters": 6,
  "async_flop_share": 0,
  "topCellsByArea": "fa_1 35%, ha_1 13%, inv_1 9.5%",
  "synth_cells": 537,
  "slew_headroom": 0.539,
  "area_growth_pct": 35.2,
  "dpl.hpwl_um": 9370,
  "worstHoldPathType": "clock port to flip-flop",
  "crit_fanout": 5,
  "antenna_left": 0,
  "synth-edff-count": 0,
  "core_area_um2": 14700,
  "antenna_found_initial": 0,
  "die_w_um": 125,
  "fin_crit_sh": 0.959,
  "fin_cells": 824,
  "drc": 0,
  "powerDensity_nw_per_um2": 386,
  "synth_seq_share": 0.0745,
  "dieArea_um2": 15700,
  "rsz0062_at_grt": "no",
  "worstPathRequired_ns": 6.86,
  "cts-hold-fix-buffers": 0,
  "portBuffers": 53,
  "place_area_um2": 5570,
  "syn_area_per_cell_um2": 8.51,
  "drive_gt1_frac": 0.111,
  "dp_slack_ns": -0.138,
  "critPathKind": "input pin to flip-flop",
  "routedWlPerCell_um": 14.0,
  "slew_violations": 0,
  "status": "finished, final reports clean",
  "log.warning_count": 63,
  "end_kind": "flip-flop"
}
state kept, by name, indices dropped and copies added, names as in the netlist:
signal	cells
D_OUT_REG	16
R_OUT_REG	1
layout by cell type, fill, tap and decap left out, types with 18 or more instances in the layout:
cell type,count
inv_1,116
fa_1,80
nand2_1,74
and2_1,68
clkdlybuf4s50_1,50
ha_1,49
buf_4,45
xnor2_1,29
clkbuf_16,22
nor2_1,18
metal layers:
metal | GRT usage | part of all wire | wire [um] | up-vias
li1 | - | - | - | 1813
met1 | 0.217 | 0.45 | 5220 | 1832
met2 | 0.251 | 0.46 | 5370 | 124
met3 | 0.0685 | 0.071 | 816 | 12
met4 | 0.0545 | 0.013 | 148 | 0
met5 | 0 | 0 | 0 | -
kinds of logic (layout without fill, tap and decap cells):
family / Yosys count / after routing / synth area share
compound gates: 41 / 41 / 0.0594
xor+xnor: 38 / 38 / 0.0775
fa+ha+maj: 129 / 129 / 0.485
buf+inv: 138 / 241 / 0.116
flops: 17 / 17 / 0.0745
simple gates: 174 / 174 / 0.188
report_power, final:
| part | internal [mW] | switching [mW] | leakage [nW] |
|---|---|---|---|
| clock network | 0.328 | 0.107 | 0.352 |
| logic | 0.895 | 0.917 | 2.52 |
| registers | 0.124 | 0.0124 | 0.138 |
path summary, 6_finish.rpt:
path	start	to	slack [ns]	cells past startpoint
worst max-delay path	D_IN1[6]	D_OUT_REG[15]	0.27	18
worst min register to register	D_OUT_REG[7]	D_OUT_REG[7]	0.46	2
worst min-delay path	CLK	R_OUT_REG	0.46	8
worst max register to register	D_OUT_REG[11]	D_OUT_REG[11]	5.87	2
critical path, stage by stage:
cell and delay, ns:
clkdlybuf4s50_1 0.59, buf_4 0.18, nand2_1 0.07, fa_1 0.51
fa_1 0.53, inv_1 0.06, fa_1 0.50, fa_1 0.49
inv_1 0.05, fa_1 0.45, fa_1 0.40, xor2_1 0.16
xnor2_1 0.18, xnor2_1 0.16, xnor2_1 0.14, xnor3_1 0.46
xnor2_1 0.14, o21ai_1 0.19
cell type report:
type	instances	area [um2]
Clock inverter	2	35.0
Inverter	116	435
Tap cell	184	230
Timing Repair Buffer	98	876
Clock buffer	25	562
Multi-Input combinational cell	382	3700
Fill cell	1316	8520
Sequential cell	17	340
Power figures rest on the tool's default switching activity, not on a simulated workload.
